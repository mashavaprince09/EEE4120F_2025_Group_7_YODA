===== design/flow/config.mk =====
export PLATFORM = sky130hd
export DESIGN_NAME = median9
export DESIGN_NICKNAME = median9
export VERILOG_FILES = /design/flow/design.v
export SDC_FILE = /design/flow/constraint.sdc
export NUM_CORES = 4
export LEC_CHECK = 1
export CORE_UTILIZATION = 40

===== design/flow/constraint.sdc =====
current_design median9

set clk_period 73.9
set clk_io_pct 0.2

create_clock -name clk0 -period $clk_period

set non_clock_inputs [all_inputs -no_clocks]
set_input_delay [expr $clk_period * $clk_io_pct] -clock clk0 $non_clock_inputs
set_output_delay [expr $clk_period * $clk_io_pct] -clock clk0 [all_outputs]

===== design/flow/design.v =====
`timescale 1ns / 1ps
module median9 (
    input [7:0] w0, w1, w2, w3, w4, w5, w6, w7, w8,
    output reg [7:0] median
);
    reg [7:0] sorted [0:8];
    reg [9:0] i, j;
    always @* begin
        sorted[0] = w0;
        sorted[1] = w1;
        sorted[2] = w2;
        sorted[3] = w3;
        sorted[4] = w4;
        sorted[5] = w5;
        sorted[6] = w6;
        sorted[7] = w7;
        sorted[8] = w8;
        for (i = 0; i < 8; i = i + 1) begin
            for (j = 0; j < 8; j = j + 1) begin
                if (sorted[j] > sorted[j+1]) begin
                    sorted[j] = sorted[j] ^ sorted[j+1];
                    sorted[j+1] = sorted[j] ^ sorted[j+1];
                    sorted[j] = sorted[j] ^ sorted[j+1];
                end
            end
        end
        median = sorted[4];
    end
endmodule

===== design/flow/run.sh =====
#!/bin/bash
# OpenROAD 26Q1-2900-gdf79404cd8, Yosys 0.63+post, stock flow scripts
make -C /OpenROAD-flow-scripts/flow DESIGN_CONFIG=/design/flow/config.mk WORK_HOME=/design/flow/orfs finish

==> metrics.yaml <==
status: "complete, no violations"
finalSetupTns_ns: 0
grt_pass1_wl_mm: 109
ctsHoldBuffers: 0
place_inst: 4299
flops: 0
nClkBuffers: 0
postLayoutCoreUtil_pct: 43.4
antenna_cells: 0
grt.overflow.total: 0
setup_viol: 0
cp_data_arrival_time_ns: 55.23
cp_common_cell: "a21o_1"
antenna_found_initial: 0
synth_area_per_cell_sq_um: 6.65
slowest_delay_ns: 0.66
place_ws_ns: 2.86
final_area_sq_um: 25100
tightest_slew_ns: 0.894
synthCells: 3525
cp-end-kind: "output pin"
seqCellArea_sq_um: 0
min_path_type: "in -> out"
lay_top_count: "nand2_1"
die_w_microns: 244
wirelength_mm: 66.8
firstDrtPassIters: 7
cp_max_fo: 37
finalWorstSetupSlack_ns: 3.89
gp_congestion: 0.913
fmax_ghz: 0.0143
ios: 80
initial_utilization_pct: 40.6
drtIter0Drc: 1218
area_growth_syn_to_layout_pct: 6.95
grt_pass1_vias: 21900
wl_per_cell_microns: 15.5
period_used_pct: 94.7
ys_types: 119
max_slew_margin_pct: 40.2
core_area_sq_um: 57800
required_ns: 59.12
hold_viol: 0
cts_resized: 0
post-dp-hpwl_mm: 58.4
synth_area_sq_um: 23400
crit_slowest_cell: "or4b_2"
critPathKind: "in -> out"
cap_viol_max_count: 0
final_cell_count_no_fill: 4299
grt_max_degree: 38
rsz0062_at_grt: "no"
layout-drive-gt1-share_pct: 6.37
warning_count: 32
fp-row-count: 88
cts_setup_buffers: 0
placed_cell_area_sq_um: 25000
holdWs_ns: 32.08
slew_violations: 0
min_period_ns: 70.01
ys_seq_share_pct: 0
port_buffers: 80
ys_chip_area_sq_um: 23400
ys_cells: 3525
via_per_inst: 5.65
dieArea_sq_um: 59600
lay_top_cells: "nand2_1 (395), ha_1 (385), a21oi_1 (353)"
vias: 24300
die_y_microns: 244
worstSetupStartpointType: "input port"
ant_nets: 0
grt_usage_pct: 22.2
ys_warn_count: 2
drc_errors: 0
-- path summary, 6_finish.rpt --
| kind | endpoint | depth (start not counted) | from | slack (ns) |
|---|---|---|---|---|
| setup / recovery | median[4] | 171 | w0[1] | 3.89 |
| hold / removal | median[0] | 17 | w8[0] | 32.08 |
-- routing by layer --
metal,track usage (%),wire (microns),vias up
met1,30.4,32100,10800
met4,3.68,1210,0
met5,0,0,-
met2,39.5,32300,331
li1,-,-,13100
met3,0.134,1170,70
-- critical path: cells and delay by family --
family | cells | cell delay (ns)
AOI/OAI and AO/OA | 88 | 20.14
adders and majority gates | 19 | 5.85
buffers and inverters | 17 | 3.90
muxes | 11 | 3.87
and+or+nand+nor | 36 | 6.62
-- cells by family (layout without fill, tap and decap cells) --
logic type                 after synthesis  count (layout)  share of synthesized area [%]
and+or+nand+nor                       1115            1115                           22.2
muxes                                  326             326                           14.8
buffers and inverters                  419             428                           6.97
adders and majority gates              395             395                           21.0
xor gates and xnor gates                38              38                           1.42
AOI/OAI and AO/OA                     1232            1232                           33.6
-- synthesized netlist by cell type, types with 9 or more instances --
master,number,area (sq um)
nor4_1,11,68.8
mux2i_1,226,2260
a211oi_1,29,218
ha_1,385,4820
inv_1,310,1160
nor2_1,325,1220
a21oi_1,354,1770
o211a_1,9,90.1
o31ai_1,16,120
o21ai_1,27,135
mux2_2,85,957
buf_1,10,37.5
nand3_1,70,350
nand2b_1,36,225
nand2_1,396,1490
o21ai_0,332,1660
xor2_1,9,78.8
a21o_1,111,833
clkbuf_1,78,293
a41oi_1,9,78.8
or2_2,16,100
xnor2_1,29,254
nor2b_1,39,244
a31o_2,9,78.8
nand4_1,43,269
o21a_1,47,353
o22ai_1,18,113
buf_2,9,45.0
a211o_1,17,149
nor3_1,40,200
and4_1,28,245
or3_1,17,106
buf_4,9,67.6
and2_1,27,169
o211ai_1,27,203
a31oi_1,35,219
and3_1,29,181
a21boi_0,12,90.1
-- area by class of cell --
cell class / instances / area (sq um)
repair buffers: 117 / 1080
fillers: 6077 / 32700
inverters: 311 / 1170
well taps: 765 / 957
multi-input cells: 3106 / 21900
