**flow/constraint.sdc**
```tcl
current_design sobel

set clk_period 9.9
set clk_io_pct 0.2

create_clock -name clk0 -period $clk_period [get_ports {clk}]

set non_clock_inputs [all_inputs -no_clocks]
set_input_delay [expr $clk_period * $clk_io_pct] -clock clk0 $non_clock_inputs
set_output_delay [expr $clk_period * $clk_io_pct] -clock clk0 [all_outputs]
```
**flow/config.mk**
```make
export PLATFORM = sky130hd
export DESIGN_NAME = sobel
export DESIGN_NICKNAME = sobel
export VERILOG_FILES = /design/flow/design.v
export SDC_FILE = /design/flow/constraint.sdc
export NUM_CORES = 4
export LEC_CHECK = 1
export CORE_UTILIZATION = 30
```
**flow/run.sh**
```bash
#!/bin/bash
# OpenROAD 26Q1-2900-gdf79404cd8, Yosys 0.63+post, stock flow scripts
make -C /OpenROAD-flow-scripts/flow DESIGN_CONFIG=/design/flow/config.mk WORK_HOME=/design/flow/orfs finish
```
**flow/design.v**
```verilog
`timescale 1ns / 1ps
module sobel(
    input wire clk,                     
    input wire [7:0] p00, p01, p02,    
    input wire [7:0] p10, p11, p12,    
    input wire [7:0] p20, p21, p22,    
    input wire start, reset,
    output reg [7:0] magnitude,         
    output reg done
);
    parameter threshold = 150;          
    reg signed [10:0] gx, gy;          
    reg [10:0] abs_gx, abs_gy;         
    wire [10:0] magnitude_sum;         
    always @(posedge clk) begin
        gx = (p02 + (p12 << 1) + p22) - (p00 + (p10 << 1) + p20);
        gy = (p20 + (p21 << 1) + p22) - (p00 + (p01 << 1) + p02);
        abs_gx = (gx < 0) ? -gx : gx;
        abs_gy = (gy < 0) ? -gy : gy;
    end
    assign magnitude_sum = abs_gx + abs_gy;
    always @(posedge clk) begin
        magnitude <= (magnitude_sum > threshold) ? 8'd255 : 0;
    end
endmodule
```
==> impl_metrics.ini <==
; implementation run metrics
[outcome]
run_status = completed

[floorplan]
std_cell_rows = 41
coreArea_um2 = 12600
chipArea_um2 = 13400
die_h_um = 116
chipWidth_um = 116
floorplan.io_pins = 84
initCoreUtil_pct = 30.8

[synth]
postSynthAreaPerCell_um2 = 8.87
synth.lib_cells_used.distinct = 40
ys_ff = 23
yosys.stat.chipArea_um2 = 3880
flop_cell = dfxtp_1
netlist_area_before_placement_um2 = 3880
synth-edff-count = 0
area_leaders = fa_1 (32%), inv_1 (13%), dfxtp_1 (12%), ha_1 (12%), xnor2_1 (4.7%)
ys_seq_share_pct = 11.9
post-synth-top-area-cell = fa_1
synthArstFlopShare_pct = 0
synth_cells = 438
post-synth-top-area-fraction_pct = 32.5
ys_cells = 438
yosys_warnings = 2

[clock_network]
cts_root_buffer = clkbuf_16
cts_tree = built
ctsHtreeMaxLevel = 1
clock_transition_time_at_the_flip_flop_clock_pins_of_the_worst_setup_and_hold_paths_ps = 60
postCtsHoldBufs = 0
cts.repair_timing.setup_buffer_count = 0
worst_skew_pair.late_latency_ps = 250
tritoncts_num_sinks = 23
cts_made_buffers = 3
post_cts_resized = 0
cts_buffer_depth = 2

[critical_path]
rrSetupSlack_ps = 7310
timing_worst_setup_path_type = in -> reg
worst_r2r_path_depth = 8
critical_path.slowest_cell = fa_1
reg2reg_to = magnitude[6]$_DFF_P_
crit_required_ps = 10030
timing.rr.start = abs_gx[0]$_DFF_P_
critical_path.endpoint_type = register
critical-path-max-stage-delay_ps = 590
worst-endpoint-arrival_ps = 6090
startpoint_type = primary input
timing.critical_path.cells = clkdlybuf4s50_1 -> inv_1 -> fa_1 -> fa_1 -> inv_1 -> fa_1 -> inv_1 -> ha_1 -> a21o_1 -> a221oi_2 -> xor2_2 -> nor4b_2 -> a31oi_1 -> xor2_1
critPathMaxFanout = 4

[global_route]
grt_first_pass_wirelength_um = 11600
via_count_of_the_first_global_routing_pass = 2952
antenna_violations_before_repair = 0
gr-usage-all-layers_pct = 10.6
gr-total-overflow = 0
grt_start_max_net_pins = 13

[placement]
gpl.final_weighted_congestion = 0.757
numPortBuffers = 72
placed_wire_length_estimate_um = 5850
post_dp_cell_area_um2 = 4750

[layout]
final_cell_mix = inv_1 (138), clkdlybuf4s50_1 (72), fa_1 (63), ha_1 (36), nor2_1 (28)
mostFrequentLayoutCell = inv_1
synthToLayoutAreaGrowth_pct = 24.4
design_area_um2 = 4830
fraction_of_layout_cells_with_a_size_suffix_above_1_pct = 2.58

[min_path]
worst_hold_path.endpoint = magnitude[6]$_DFF_P_
hold_path_startpoint = abs_gy[9]$_DFF_P_
min_path_cells = 4
holdCritPathClass = reg -> reg

[detailed_routing]
initialDrtViolationCount = 92
detailedRoute.firstPassIterationCount = 4
finalWirelength_um = 6200
final_antenna_net_count = 0
diodes = 0
drt-wirelength-per-cell_um = 9.18
post-route-drc-count = 0
dr_total_vias = 2824
drt-vias-per-instance = 4.18

[pwr]
internal_pwr_total_mw = 0.752
net_switching_fraction_of_the_power_pct = 47.9
clk_pwr_share_pct = 5.9
power.share.combinational_pct = 82.5
power.sequential.fraction_pct = 11.6
leakage_nw = 2.40
power.density_cell_area_nw_per_um2 = 299
power_switching_mw = 0.692
vdd.ir_drop.worst_v = 0.000117

[final_timing]
worst_clock_skew_ps = 1.51
slew_violations = 0
rsz0062_at_grt = false
hold_viol = 0
setup_total_negative_slack_ps = 0
fmax_mhz = 168
setup_violators_final = 0
final.min_clock_period_ps = 5960
finalCritPeriodShare_pct = 60.2

[job]
max_cap_violations = 0
openroad.warnings = 35
-- kinds of logic (layout without fill, tap and decap cells) --
family,after synthesis,after routing,synth area share (%)
adder cells (fa/ha/maj),99,99,44.1
buffers and inverters,148,214,15.1
XOR/XNOR,34,34,7.86
flip-flops,23,23,11.9
AND-OR/OR-AND,61,61,11.0
AND/OR/NAND/NOR,69,69,9.18
multiplexers,3,3,0.838
other,1,1,0.0966
-- area by class of cell --
type                       count  area [um^2]
fill                        1278         7790
multi-input combinational    267         2840
timing repair buffer          72          721
inverter                     138          518
sequential                    23          460
tap                          172          215
clock buffer                   4         78.8
-- per-layer routing --
layer	vias to the layer above	track usage [%]	routed length, um
li1	1460	-	-
met1	1305	14.9	2960
met2	57	19.3	2920
met3	2	0.852	294
met4	0	0.427	32
met5	-	0	0
-- power by group through the flow --
stage	clock (mW)	sequential (mW)	combinational (mW)
5_1_grt	0.0913	0.172	1.36
4_1_cts	0.0870	0.168	1.21
6_report	0.0848	0.167	1.19
-- state kept, by name (all words and copies together), names as in the netlist --
name and count:
abs_gy 11, abs_gx 11, magnitude 1
-- cells in the mapped netlist, drive strengths merged, types with 9 or more instances --
cell type / number
o21ai: 14
nor2: 28
buf: 9
xnor2: 21
a21o: 12
ha: 36
xor2: 13
fa: 63
nor3: 10
a21oi: 15
inv: 138
dfxtp: 23
-- worst max path at each step --
stage	from	slack, ps	end	cells after the start
CTS	p02[2]	3900	abs_gy[9]$_DFF_P_	14
finish	p02[2]	3940	abs_gy[9]$_DFF_P_	14
global route	p02[2]	3660	abs_gy[9]$_DFF_P_	14
-- critical path: cells and delay by family --
kind	cells	cell delay [ps]
buffers and inverters	4	700
xor gates and xnor gates	2	430
and+or+nand+nor	1	340
adders and majority gates	4	1890
AOI/OAI and AO/OA	3	740
-- per-stage QoR --
| stage | total power [mW] | worst slack, ps | std cells | utilization [%] | hold slack, ps |
|---|---|---|---|---|---|
| 2_1_floorplan | 1.15 | 4450 | 438 | - | 699 |
| 3_3_place_gp | 1.36 | 3620 | 672 | 37.6 | 780 |
| 3_5_place_dp | 1.37 | 3660 | 672 | 37.6 | 792 |
| 4_1_cts | 1.47 | 3900 | 676 | 38.3 | 805 |
| 5_1_grt | 1.63 | 3660 | 676 | 38.3 | 884 |
| 6_report | 1.44 | 3940 | 676 | 38.3 | 782 |
No activity file was given, so power comes from the tool's default toggle rates.
